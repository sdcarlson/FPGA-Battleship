--- ./design.v ---
`timescale 1ns / 1ps
module clock_dividers(
    input wire clk,
    output wire one_hz_clk,
    output wire refresh_clk
);
    reg reset = 0;
    reg one_hz_clk_reg;
    reg refresh_clk_reg;  
    reg [31:0] one_hz_counter;
    reg [31:0] refresh_counter;
    always @ (posedge(clk))
    begin
    if(reset == 1'b1)
        begin
            one_hz_counter <= 32'b0;
            one_hz_clk_reg <= 1'b0;
        end
        else if(one_hz_counter == 5714285 - 1)
        begin
            one_hz_counter <= 32'b0;
            one_hz_clk_reg <= ~one_hz_clk;
        end
        else
        begin
            one_hz_counter <= one_hz_counter + 32'b1;
            one_hz_clk_reg <= one_hz_clk;
        end    
    end    
    always @ (posedge(clk))
    begin
        if(reset == 1'b1)
        begin
            refresh_counter <= 32'b0;
            refresh_clk_reg <= 1'b0;
        end
      else if(refresh_counter == 500000 - 1)
        begin
            refresh_counter <= 32'b0;
            refresh_clk_reg <= ~refresh_clk;
        end
        else
        begin
            refresh_counter <= refresh_counter + 32'b1;
            refresh_clk_reg <= refresh_clk;
        end    
    end    
    assign one_hz_clk = one_hz_clk_reg;
    assign refresh_clk = refresh_clk_reg;
endmodule
module debouncer (
    input wire clk,      
    input wire reset,     
    input wire raw_signal, 
    output wire debounced_signal 
);
reg [1:0] debounce_state;  
always @(posedge clk or posedge reset) begin
    if (reset) begin
        debounce_state <= 2'b00;  
    end else begin
        case (debounce_state)
            2'b00: if (raw_signal) debounce_state <= 2'b01;  
            2'b01: if (raw_signal) debounce_state <= 2'b10;
            2'b10: if (!raw_signal) debounce_state <= 2'b00;  
            default: debounce_state <= 2'b00;
        endcase
    end
end
assign debounced_signal = (debounce_state == 2'b10);
endmodule
module grid_attack(
    input clk,
    input reset,
    input attack,
    input [35:0] cursor,
    input [35:0] ships,
    output reg [35:0] grid_state,
    output reg [14:0] lives
);
initial begin
    grid_state = 36'b0;
    lives = 15'b111111111111111;
end
always @(posedge clk) begin
    if (reset) begin
        grid_state <= 36'b0;
        lives = 15'b111111111111111;
    end else if (attack && lives > 0) begin
        grid_state <= grid_state | cursor;
         if ((ships & cursor) == 0) begin
            lives <= lives << 1;
         end
    end
end
endmodule
module grid_controller(
    input clk, reset,
    input up, down, left, right,
    output reg [35:0] grid
);
reg [2:0] x_pos, y_pos;
initial begin
    x_pos = 3'b000;
    y_pos = 3'b000;
    grid = 36'b1;
end
always @(posedge clk) begin
    if (reset) begin
        x_pos <= 3'b000;
        y_pos <= 3'b000;
        grid <= 36'b1;
    end else begin
        if (up && y_pos > 0) y_pos <= y_pos - 1;
        if (down && y_pos < 5) y_pos <= y_pos + 1;
        if (left && x_pos > 0) x_pos <= x_pos - 1;
        if (right && x_pos < 5) x_pos <= x_pos + 1;
        grid <= 36'b0;
        grid[(y_pos * 6) + x_pos] <= 1'b1;
    end
end
endmodule
module seven_seg(
      input [1:0] digit,
      output reg [6:0] seg
  );
  always @* begin
      case(digit)
      0: seg = 'b1000000;
      1: seg = 'b1000111;
      2: seg = 'b1111111;
      default: seg = 'b1111111;
     endcase
     end
endmodule
module top(
input wire clk, reset, raw_up, raw_down, raw_left, raw_right, raw_attack,
output wire Hsync, Vsync,
output wire [3:0] vgaRed,
output wire [3:0] vgaGreen,
output wire [3:0] vgaBlue,
output wire [14:0] lives,
output reg [3:0] an,
output wire [6:0] seg
    );
    reg [1:0] count = 2'b00;
    wire [35:0] cursor, coloring_array, attack;
    wire one_hz_clk, refresh_clk, up, down, left, right;
    clock_dividers c(.clk(clk),
                    .one_hz_clk(one_hz_clk),
                    .refresh_clk(refresh_clk));
    debouncer d1(.clk(refresh_clk),
    .reset(reset),
    .raw_signal(raw_up),
    .debounced_signal(up));
        debouncer d2(.clk(refresh_clk),
    .reset(reset),
    .raw_signal(raw_down),
    .debounced_signal(down));
        debouncer d3(.clk(refresh_clk),
    .reset(reset),
    .raw_signal(raw_left),
    .debounced_signal(left));
        debouncer d4(.clk(refresh_clk),
    .reset(reset),
    .raw_signal(raw_right),
    .debounced_signal(right));
    debouncer d5(.clk(refresh_clk),
        .reset(reset),
        .raw_signal(raw_attack),
        .debounced_signal(attack));
reg [35:0] hitmiss_array = 36'b000000000111111010000010110010000010;
    grid_controller g(.clk(one_hz_clk),
        .reset(reset),
        .up(up),
        .down(down),
        .left(left),
        .right(right),
        .grid(cursor));
    grid_attack ga(.clk(one_hz_clk),
    .reset(reset),
    .attack(attack),
    .cursor(cursor),
    .ships(hitmiss_array),
    .grid_state(coloring_array),
    .lives(lives));
    vga_display v(.clk(clk)
    ,.reset(reset)
    ,.Hsync(Hsync),
    .Vsync(Vsync),
    .coloring_array(coloring_array),
    .hitmiss_array(hitmiss_array),
    .cursor(cursor),
    .vgaRed(vgaRed),
    .vgaGreen(vgaGreen),
    .vgaBlue(vgaBlue));
    reg [1:0] dig_display = 0;
    always @ (posedge (refresh_clk)) begin
     an <= 4'b1110;
     if ((hitmiss_array & coloring_array) == hitmiss_array) begin
                dig_display = 0;
             end
      else if(lives == 0) begin
            dig_display = 1;
            end
       else begin
              dig_display = 2;
            end
       end
      seven_seg sev(.digit(dig_display), .seg(seg));
endmodule
`timescale 1ns / 1ps
module vga_display
(
input wire clk, reset,
output wire Hsync, Vsync,
input wire [35:0] coloring_array,
   input wire [35:0] hitmiss_array,
        input wire [35:0] cursor,
output reg [3:0] vgaRed,
output reg [3:0] vgaGreen,
output reg [3:0] vgaBlue
);
localparam H_DISPLAY       = 640;  
localparam H_L_BORDER      =  48;  
localparam H_R_BORDER      =  16;  
localparam H_RETRACE       =  96;  
localparam H_MAX           = H_DISPLAY + H_L_BORDER + H_R_BORDER + H_RETRACE - 1;
localparam START_H_RETRACE = H_DISPLAY + H_R_BORDER;
localparam END_H_RETRACE   = H_DISPLAY + H_R_BORDER + H_RETRACE - 1;
localparam V_DISPLAY       = 480;  
localparam V_T_BORDER      =  10;  
localparam V_B_BORDER      =  33;  
localparam V_RETRACE       =   2;  
localparam V_MAX           = V_DISPLAY + V_T_BORDER + V_B_BORDER + V_RETRACE - 1;
        localparam START_V_RETRACE = V_DISPLAY + V_B_BORDER;
localparam END_V_RETRACE   = V_DISPLAY + V_B_BORDER + V_RETRACE - 1;
reg [1:0] pixel_reg;
wire [1:0] pixel_next;
wire pixel_tick;
always @(posedge clk, posedge reset)
if(reset)
 pixel_reg <= 0;
else
 pixel_reg <= pixel_next;
assign pixel_next = pixel_reg + 1;  
assign pixel_tick = (pixel_reg == 0);  
reg [9:0] h_count_reg, h_count_next, v_count_reg, v_count_next;
reg vsync_reg, hsync_reg;
wire vsync_next, hsync_next;
always @(posedge clk, posedge reset)
if(reset)
   begin
                    v_count_reg <= 0;
                    h_count_reg <= 0;
                    vsync_reg   <= 0;
                    hsync_reg   <= 0;
   end
else
   begin
                    v_count_reg <= v_count_next;
                    h_count_reg <= h_count_next;
                    vsync_reg   <= vsync_next;
                    hsync_reg   <= hsync_next;
   end
always @*
begin
h_count_next = pixel_tick ?
              h_count_reg == H_MAX ? 0 : h_count_reg + 1
      : h_count_reg;
v_count_next = pixel_tick && h_count_reg == H_MAX ?
              (v_count_reg == V_MAX ? 0 : v_count_reg + 1)
      : v_count_reg;
end
        assign hsync_next = h_count_reg >= START_H_RETRACE
                            && h_count_reg <= END_H_RETRACE;
        assign vsync_next = v_count_reg >= START_V_RETRACE
                            && v_count_reg <= END_V_RETRACE;
        assign video_on = (h_count_reg < H_DISPLAY)
                          && (v_count_reg < V_DISPLAY);
        parameter width = 80;
        parameter height = 80;
        integer curr_cell;                  
always @(*)
begin
if (v_count_reg >= 0 && v_count_reg < V_DISPLAY)
begin
     if(h_count_reg >= 0 && h_count_reg < 480) begin
         curr_cell = (v_count_reg / height) * 6 + (h_count_reg / width);
         if(cursor[curr_cell] == 1) begin
             vgaRed = 4'b1111;
             vgaGreen = 4'b1111;
             vgaBlue = 4'b0000;
         end
         else
         begin
         if(coloring_array[curr_cell] == 1) begin
             if(hitmiss_array[curr_cell] == 1) begin
                 vgaRed = 4'b0000;
                 vgaGreen = 4'b1111;
                 vgaBlue = 4'b0000;
             end
             else
             begin
                 vgaRed = 4'b1111;
                 vgaGreen = 4'b0000;
                 vgaBlue = 4'b0000;  
             end
           end
          else begin
             vgaRed = 4'b0000;
             vgaGreen = 4'b0000;
             vgaBlue = 4'b0000;
             end
         end
     end
else
begin
vgaRed = 0;
vgaGreen = 0;
vgaBlue = 0;
end
end
else
begin
vgaRed = 0;
vgaGreen = 0;
vgaBlue = 0;
end
end
        assign Hsync  = hsync_reg;
        assign Vsync  = vsync_reg;
endmodule
--- ./constraint.sdc ---
current_design top

set clk_period 10.6
set clk_io_pct 0.2

create_clock -name clk0 -period $clk_period [get_ports {clk}]

set non_clock_inputs [all_inputs -no_clocks]
set_input_delay [expr $clk_period * $clk_io_pct] -clock clk0 $non_clock_inputs
set_output_delay [expr $clk_period * $clk_io_pct] -clock clk0 [all_outputs]
--- ./config.mk ---
export PLATFORM = sky130hd
export DESIGN_NAME = top
export DESIGN_NICKNAME = top
export VERILOG_FILES = /design/flow/design.v
export SDC_FILE = /design/flow/constraint.sdc
export NUM_CORES = 4
export LEC_CHECK = 1
export CORE_UTILIZATION = 50
--- ./run.sh ---
#!/bin/bash
# OpenROAD 26Q1-2900-gdf79404cd8, Yosys 0.63+post, stock flow scripts
make -C /OpenROAD-flow-scripts/flow DESIGN_CONFIG=/design/flow/config.mk WORK_HOME=/design/flow/orfs finish
==> impl_metrics.py <==
# Synthesis and PnR figures
metrics = {
    "timing": {
        "hold_viol": 0,
        "clock_skew_ns": 0.0112,
        "finalSetupViolCount": 0,
        "post-route-min-period_ns": 9.53,
        "unclocked_regs": 110,
        "fin_setup_tns_ns": 0,
        "untimed_endpoints": 131,
        "final_max_slew_viol_count": 0,
        "fin_crit_sh_pct": 89.9,
        "tightestPinTransition_ns": 0.946,
        "rsz0062_at_grt": "false",
        "clock.fmax_mhz": 105,
        "slew_headroom_pct": 36.6,
    },
    "worst_hold_path": {
        "hold_path_class": "reg2reg",
    },
    "clocking": {
        "clock_latency_ns": 0.34,
        "cts_tree": "yes",
        "hold_buffers": 0,
        "post_cts_buffers": 0,
        "cts.clk_slew.worst_paths_ns": 0.07,
        "cts_buffers": 9,
        "postCtsResizedCells": 0,
        "htreeDepth": 3,
        "cts_max_path_buffers": 2,
        "cts-root-buf": "clkbuf_16",
    },
    "detailed_routing": {
        "drc": 0,
        "vias_per_cell": 5.41,
        "vias": 7708,
        "wl_per_cell_um": 14.6,
        "diodes": 0,
        "drt-pass1-iter-count": 5,
        "ant_nets": 0,
        "drt_iter0_drc": 450,
        "wl_um": 20900,
    },
    "floorplan": {
        "fp-utilization_pct": 51.6,
        "coreArea_mm2": 0.0197,
        "die_h_um": 145,
        "rows": 51,
        "io_pins": 47,
        "dieArea_mm2": 0.0209,
        "die_w_um": 145,
    },
    "cells_and_area": {
        "syn2layout_area_growth_pct": 7.23,
        "nFillCells": 1778,
        "drive_above_1_share_pct": 5.95,
        "reg.largest.list": "g.grid x36, ga.grid_state x36",
        "register_area_mm2": 0.00423,
        "logic_area_mm2": 0.00546,
        "instances_no_fill": 1424,
    },
    "yosys": {
        "syn_area_mm2": 0.0102,
        "edf_count": 2,
        "synthArstFlopShare_pct": 19.5,
        "synth_warnings": 10,
        "ys_seq_share_pct": 41.5,
        "syn_inst": 1149,
        "syn_area_per_cell_um2": 8.85,
        "ys_types": 89,
        "numSynthFlops": 200,
        "ys_cells": 1149,
        "yosys_area_mm2": 0.0102,
        "flop_cell": "dfxtp_1",
    },
    "run": {
        "tool_warnings": 36,
        "maxCapViolCount": 0,
    },
    "setup_path": {
        "worstSetupStartpointType": "register",
        "crit_arrival_ns": 7.41,
        "cp.required_ns": 8.48,
        "path_delay_family": "AND-OR/OR-AND gates",
        "cpMostUsedCell": "nor2_1",
        "cp-end-kind": "primary output",
        "path_class": "reg2out",
        "max_stage_delay_ns": 0.69,
        "timing.critical_path.fanout_max": 13,
        "cp.buffers_inverters": 2,
        "worst_path_max_delay_cell": "xor2_1",
    },
    "place": {
        "dp.cells": 1408,
        "io_buffers": 37,
        "gp_congestion": 0.905,
        "dp_hpwl_um": 15300,
    },
    "grt": {
        "grt_antenna_before_repair": 0,
        "grt_usage_pct": 21.9,
        "grt_pass1_wl_um": 35400,
        "grt_max_degree": 79,
        "grt_pass1_vias": 7130,
        "grt_overflow": 0,
    },
    "power_and_ir_drop": {
        "p_per_area_mw_per_mm2": 60.6,
        "leakagePower_uw": 0.00413,
        "peakVddDrop_v": 0.0000977,
    },
    "run_status": {
        "status": "finished clean",
    },
}
-- worst reg2reg max path, stage by stage (launching register included) --
cell     delay [ns]
dfrtp_1        0.36
inv_1          0.07
ha_1           0.29
and4_2         0.27
nand2_1        0.17
or4_1          0.61
nor2_1         0.18
nand3_1        0.11
xnor2_1        0.14
-- through the flow --
| step | total power [uW] | instance area [um^2] | util [%] | hold WS, ns | worst slack [ns] |
|---|---|---|---|---|---|
| 2_1_floorplan | 357 | 10200 | - | 0.386 | 2.81 |
| 3_3_place_gp | 360 | 10600 | 53.8 | 0.400 | 1.67 |
| 3_5_place_dp | 360 | 10600 | 53.8 | 0.397 | 1.43 |
| 4_1_cts | 672 | 10900 | 55.3 | 0.406 | 1.07 |
| 5_1_grt | 688 | 10900 | 55.3 | 0.440 | 0.187 |
| 6_report | 661 | 10900 | 55.3 | 0.406 | 1.07 |
-- metal layers --
metal / global-route usage (%) / up-vias / wire [um]
met3: 3.17 / 12 / 810
met1: 36.0 / 3553 / 10700
met5: 0 / - / 0
li1: - / 4000 / -
met2: 32.9 / 143 / 9100
met4: 2.22 / 0 / 217
-- report_power, final --
group	internal (uW)	switching [uW]
combinational	3.33	8.03
sequential	341	0
clock	166	143
total	510	151
-- cell families (layout without fill, tap and decap cells) --
group | Yosys count | in the layout | share of synthesized area [%]
compound gates | 206 | 206 | 13.0
xor+xnor | 91 | 91 | 7.91
fa+ha+maj | 38 | 38 | 5.04
buf+inv | 100 | 103 | 5.17
flops | 200 | 200 | 41.5
mux | 42 | 42 | 4.76
other cells | 2 | 9 | 0.0738
simple gates | 470 | 470 | 22.6
-- final timing paths --
path                                   from               end  slack [ns]  cells after the start
setup / recovery           v.v_count_reg[8]         vgaRed[0]        1.07                     28
hold / removal               v.pixel_reg[0]    v.pixel_reg[0]        0.41                      1
setup reg to reg             v.pixel_reg[0]  v.v_count_reg[8]        8.28                      8
hold reg to reg              v.pixel_reg[0]    v.pixel_reg[0]        0.41                      1
max in group asynchronous             reset       v.vsync_reg        7.67                      4
min in group asynchronous             reset    v.pixel_reg[0]        2.67                      4
-- cell usage in the layout, fill, tap and decap left out, types with 34 or more instances in the layout --
| cell type | instances |
|---|---|
| a21oi_1 | 76 |
| nor2_1 | 167 |
| o21ai_0 | 41 |
| xor2_1 | 37 |
| dfxtp_1 | 159 |
| dfrtp_1 | 34 |
| nand3_1 | 49 |
| inv_1 | 35 |
| xnor2_1 | 53 |
| clkdlybuf4s50_1 | 36 |
| nand2_1 | 105 |
-- layout make-up --
cell class	count	share of cell area, %
multi-input cells	856	50.1
flip-flops and latches	200	38.7
repair buffers	48	4.11
well taps	265	3.04
clock buffers	9	2.06
inverters	39	1.34
clock inverters	7	0.654
-- synth_stat cells (6+ instances only) --
master,count,area [um^2]
a21oi_1,76,380
nand2_1,105,394
ha_1,29,363
buf_4,22,165
fa_1,6,120
nor4_1,14,87.6
or3_1,6,37.5
nor3_1,26,130
nor2b_1,12,75.1
o21ai_0,41,205
nand4_1,23,144
o21a_1,7,52.6
a31oi_1,9,56.3
and3_1,13,81.3
a211oi_1,8,60.1
and4_1,6,52.6
dfrtp_1,34,851
nand3_1,49,245
o22ai_1,6,37.5
inv_1,36,135
dfxtp_1,159,3180
nor2_1,167,627
nand2b_1,11,68.8
mux2i_1,33,330
a21o_1,6,45.0
clkbuf_1,26,97.6
xor2_1,37,324
xnor2_1,53,464
Power figures rest on the tool's default switching activity, not on a simulated workload.
